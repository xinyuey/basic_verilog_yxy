## design.v

```verilog
module uart_rx#(
	parameter CLK_FREQ = 48000,
	parameter BAUD = 9600
)
(
	input clk,
	input rst_n,
	input rxd,
	output reg[7:0] rx_data,
	output reg rx_valid
);
	reg rxd_delay;
	reg [15:0] rx_sample_cntr;
	reg [3:0] rx_cntr;
	reg rx_stop;
	reg rx_busy;
	wire rx_start;
	wire rx_do_sample;
	parameter 	BAUD_DIVIDOR = CLK_FREQ / BAUD;
	assign rx_start = ~rxd & rxd_delay;
	always@(posedge clk or negedge rst_n)begin
		if(!rst_n)
			rxd_delay <= 1'b0;
		else
			rxd_delay <= rxd;
	end
	assign rx_do_sample = (rx_sample_cntr == (BAUD_DIVIDOR/2)-1) ? 1'b1 : 1'b0;
	always@(posedge clk or negedge rst_n)begin
		if(!rst_n)begin
			rx_sample_cntr <= 16'h0;
			rx_busy <= 1'b0;
		end
		else if(rx_start && ~rx_busy)begin
			rx_sample_cntr <= 16'h1;
			rx_busy <= 1'b1;
		end
		else if(rx_sample_cntr == BAUD_DIVIDOR - 1)
			rx_sample_cntr <= 16'h0;
		else if(rx_busy)
			rx_sample_cntr <= rx_sample_cntr + 1; 
	end
	always@(posedge clk or negedge rst_n)begin
		if(!rst_n)
			rx_cntr <= 4'h0;
		else if(rx_cntr == 4'h8 && rx_sample_cntr == BAUD_DIVIDOR - 1)
			rx_cntr <= 4'h0;
		else if(rx_sample_cntr == BAUD_DIVIDOR - 1)
			rx_cntr <= rx_cntr + 1;
	end
	always@(posedge clk or negedge rst_n)begin
		if(!rst_n)begin
			rx_data <= 8'd0;
			rx_valid <= 1'b0;
		end
		else if(rx_start && ~rx_busy)
			rx_data <= 8'h01;
		else if(rx_stop)begin
			rx_valid <= 1'b1;
			rx_busy <= 1'b0;
		end
		else if(rx_do_sample && rx_cntr)
			{rx_stop,rx_data[7:0]} <= {rx_data[7:0],rxd};
	end
endmodule
```

## run.sh

```bash
#!/bin/bash
# OpenROAD 26Q1-2900-gdf79404cd8, Yosys 0.63+post, stock flow scripts
make -C /OpenROAD-flow-scripts/flow DESIGN_CONFIG=/design/flow/config.mk WORK_HOME=/design/flow/orfs finish
```

## config.mk

```make
export PLATFORM = sky130hd
export DESIGN_NAME = uart_rx
export DESIGN_NICKNAME = uart_rx
export VERILOG_FILES = /design/flow/design.v
export SDC_FILE = /design/flow/constraint.sdc
export NUM_CORES = 4
export LEC_CHECK = 1
export CORE_AREA = 10 10 70 70
export DIE_AREA = 0 0 80 80
```

## constraint.sdc

```tcl
current_design uart_rx

set clk_period 1.5
set clk_io_pct 0.2

create_clock -name clk0 -period $clk_period [get_ports {clk}]

set non_clock_inputs [all_inputs -no_clocks]
set_input_delay [expr $clk_period * $clk_io_pct] -clock clk0 $non_clock_inputs
set_output_delay [expr $clk_period * $clk_io_pct] -clock clk0 [all_outputs]
```

==> deck_impl_summary.md <==
Physical Implementation Snapshot

Run status
  – Status: completed

Clock network
  – Root buf cell: clkbuf_4
  – Post_cts resized: 0
  – Post-CTS setup buffers: 0
  – Clock Latency Late Sink: 260 ps
  – Longest Clk Path Bufs: 2
  – Clk slew on worst S/H paths: 70 ps
  – Hold Buf Count CTS: 0
  – H-tree depth: 1
  – Num Clock Sinks: 11
  – Num CTS Buffers: 3
  – CTS tree: done

Detailed routing
  – Drt drc: 0
  – Total wire length: 741 um
  – Routed Antenna Nets: 0
  – Detailed-route via count: 205
  – Post-DR vias/cell: 2.44
  – Diodes inserted: 0
  – Pre-antenna DRT Iters: 2
  – Drt wl/cell: 8.82 um
  – Initial DRC Count: 3

Worst setup path
  – CP endpoint kind: output port
  – Slowest stage delay, CP: 480 ps
  – Worst Path Buf+Inv: 1
  – Crit path kind: flop to output port
  – Reg2reg start: rxd_delay$_DFF_PN0_
  – Reg2Reg Capture Point: rx_stop$_SDFFCE_PP1P_
  – CP max FO: 2
  – Req. time, crit path: 1200 ps
  – Arrival @ worst endpoint: 1080 ps
  – Worst path slowest cell: clkdlybuf4s50_1
  – Critical path's top delay family: buffers and inverters
  – FF-to-FF path depth: 2
  – Crit path cell chain: clkdlybuf4s50_1
  – Flop2flop setup slack: 560 ps
  – CP Launch Type: flop

Floorplanning
  – Core utilization at floorplan: 0.105
  – Core area: 0.00342 mm2
  – Die footprint: 0.00640 mm2
  – Die height: 80 um
  – Die Wd: 80 um
  – Num rows: 21
  – Io pins: 12

Synth
  – Synth Flop Type: dfrtp_1
  – Register area share after synthesis: 0.783
  – Avg Inst Size Synth: 16.3 um2
  – Adder-cell share of the synthesized area: 0
  – Async S/R FF share, synth: 0.909
  – Xor/xnor share: 0
  – Chip Area, Yosys: 358 um2
  – Synth flops: 11
  – Post-synth top area share: 0.699
  – Area fraction in mux cells: 0
  – Synthesized instance count: 22
  – Cell count in the Yosys report: 22
  – Number of enable flip-flop cells: 1
  – Cell area after synthesis: 358 um2
  – Top logic family: simple AND/OR/NAND/NOR gates
  – Synth cell types: 6
  – Synth area leader: dfrtp_1
  – Top cells by area: dfrtp_1, and2_1, edfxtp_1
  – Compound Share, Synth: 0.0210
  – Top post-synthesis cells by count: dfrtp_1, and2_1
  – Simple share: 0.196
  – Yosys warns: 3
  – Most frequent cell after synthesis: dfrtp_1

STA
  – Tmin final: 1380 ps
  – Slew headroom: 0.916
  – Crit share post-route: 0.923
  – TNS Setup: 0 ps
  – Worst setup margin: 115 ps
  – Final hold violation count: 0
  – Worst Tran Pin Value: 126 ps
  – RSZ-0062 raised after global routing: false
  – Final Max Tran Viols: 0
  – Clk_skew: 2.17 ps
  – Fmax: 722 MHz
  – Endpoints failing setup: 0

Final layout
  – Layout cells sized above 1: 0.132
  – Final Cell Area: 559 um2
  – Synthesis-to-layout area growth: 56.3%
  – Util after Layout: 0.164

Power and ir drop
  – Sw Pwr: 100 uW
  – Net Sw Frac: 0.195
  – Logic pwr share: 0.037
  – Seq pwr share: 0.592
  – LEAKAGE: 0.000232 uW
  – Peak VDD IR: 0.000198 V
  – Clk network pwr share: 0.371
  – Power density over the cells: 922 mW/mm2
  – P_int: 415 uW

Place
  – Port Buffers: 11
  – Global placement routability congestion: 0.654
  – DP Worst Slack: 109 ps
  – Dpl cell area: 533 um2
  – DP Wirelength: 581 um

Global routing
  – Pin count of the biggest net entering global routing: 11
  – Congestion Overflow GR: 0
  – Initial antenna violation count: 0
  – Total GRT Usage: 0.0225
  – First-pass GRT wire length: 1170 um
  – Vias in the first global route: 229

Worst hold path
  – HP Class: input port to async pin

Job
  – Tool warning count: 25
  – Max-Cap Viols: 0
==> layout by cell type (no fill, tap or decap) <==
cell type and n:
buf_4 1, edfxtp_1 1, clkbuf_4 3, nand2b_1 1, and2_1 8, clkbuf_1 1, nand2b_4 1, clkdlybuf4s50_1 11
dfrtp_1 10, a21o_1 1
==> worst max-delay path by stage <==
| stage | depth (start not counted) | start | slack (ps) | to |
|---|---|---|---|---|
| 6_report | 1 | rx_data[1]$_DFFE_PN0P_ | 120 | rx_data[1] |
| 4_1_cts | 1 | rx_data[1]$_DFFE_PN0P_ | 90 | rx_data[1] |
| 5_1_grt | 1 | rx_data[0]$_DFFE_PN0P_ | 50 | rx_data[0] |
==> power by group through the flow <==
stage / combinational (uW) / sequential, uW / clock (uW)
CTS: 20.2 / 305 / 201
global route: 22.0 / 305 / 213
finish: 19.3 / 305 / 191
==> logic make-up after synthesis <==
| logic type | Yosys count |
|---|---|
| AND-OR/OR-AND | 1 |
| flip-flops | 11 |
| AND/OR/NAND/NOR | 10 |
==> layout make-up <==
type | instances | area [um2]
fill | 388 | 2860
sequential | 11 | 280
timing repair buffer | 12 | 118
multi-input combinational | 11 | 77.6
tap | 46 | 57.6
clock buffer | 4 | 26.3
==> flip-flops by register name, indices dropped and copies added (netlist names) <==
name and cells:
rx_valid 1, rx_data 8, rxd_delay 1, rx_stop 1
==> per-stage QoR <==
step / power, uW / instances / hold slack (ps)
6_report: 516 / 84 / 356
5_1_grt: 540 / 84 / 374
4_1_cts: 526 / 84 / 357
3_5_place_dp: 331 / 80 / 444
3_3_place_gp: 330 / 80 / 441
2_1_floorplan: 316 / 22 / 4.41
==> layer usage <==
| metal | part of all wire | up-vias | global-route usage |
|---|---|---|---|
| li1 | - | 100 | - |
| met1 | 0.41 | 97 | 0.0275 |
| met2 | 0.49 | 6 | 0.0369 |
| met3 | 0.059 | 2 | 0.00341 |
| met4 | 0.036 | 0 | 0.0123 |
| met5 | 0 | - | 0 |
Power is estimated from default activity; no workload was simulated.
