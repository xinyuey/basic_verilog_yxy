==> design.v <==
module edge_detect#(
   parameter REGISTER_OUTPUTS = 1'b0
)(
    input clk,
    input rst_n,
    input in,
    output rising,
    output falling,
    output both
);
    reg in_delay;
    always@(posedge clk or negedge rst_n)begin
        if(!rst_n)
            in_delay <= 0;
        else
            in_delay <= in; 
    end
    wire rising_comb;
    wire falling_comb;
    wire both_comb;
    assign rising_comb = rst_n && (in && ~in_delay);
    assign falling_comb = rst_n && (~in && in_delay);
    assign both_comb = rst_n && (rising_comb || falling_comb);
    if(REGISTER_OUTPUTS == 0)begin
        assign rising = rst_n && (in && ~in_delay);
        assign falling = rst_n && (~in && in_delay);
        assign both_comb = rst_n && (rising || falling);
    end
    else begin
        reg rising;
        reg falling;
        reg both;
        always@(posedge clk or negedge rst_n)begin
            if(!rst_n)begin
                rising = 0;
                falling = 0;
                both = 0;
            end
            else begin
                rising = rising_comb;
                falling = falling_comb;
                both = both_comb; 
            end
        end
    end
endmodule
module spi_master#(
    parameter SYS_CLK = 50000000,
    parameter SPI_FREQ = 1000000,      
    parameter SPI_MODE = 0,            
    parameter SPI_WIDTH = 8,           
    parameter SPI_MSB = 0              
)(
    input clk,                         
    input rst_n,
    input spi_wr_cmd,
    input spi_rd_cmd,
    input [SPI_WIDTH-1:0] mosi_data,
    output reg [SPI_WIDTH-1:0] miso_data,
    output reg SCK,
    output reg MOSI,
    output reg CS,
    input MISO
);
    wire spi_wr_cmd_rise;
    wire spi_rd_cmd_rise;
    wire SCK_rise;
    wire SCK_fall;
    reg [5:0] sck_div_cntr;
    reg [7:0] sequence_cntr;
    reg [SPI_WIDTH-1:0] mosi_data_buf;
    reg [SPI_WIDTH-1:0] miso_data_buf;
    reg spi_write;
    reg spi_read;
    parameter SPI_START = 2;
    parameter SPI_END = SPI_START + SPI_WIDTH * 2;
    parameter SCK_DIVIDOR = SYS_CLK / SPI_FREQ;
    edge_detect edge_wr_cmd(
        .clk(clk),
        .rst_n(rst_n),
        .in(spi_wr_cmd),
        .rising(spi_wr_cmd_rise),
        .falling(),
        .both()
    );
    edge_detect edge_rd_cmd(
        .clk(clk),
        .rst_n(rst_n),
        .in(spi_rd_cmd),
        .rising(spi_rd_cmd_rise),
        .falling(),
        .both()
    );
    edge_detect edge_sck(
        .clk(clk),
        .rst_n(rst_n),
        .in(SCK),
        .rising(SCK_rise),
        .falling(SCK_fall),
        .both()
    );
    always@(posedge clk or negedge rst_n)begin
        if(!rst_n)
            spi_write <= 1'b0;
        else if(sequence_cntr == SPI_END && sck_div_cntr == SCK_DIVIDOR)
            spi_write <= 1'b0;
        else if(spi_wr_cmd_rise == 1)
            spi_write <= 1'b1;  
    end   
    always@(posedge clk or negedge rst_n)begin
        if(!rst_n)
            spi_read <= 1'b0;
        else if(sequence_cntr == SPI_END && sck_div_cntr == SCK_DIVIDOR)
            spi_read <= 1'b0;
        else if(spi_rd_cmd_rise == 1)
            spi_read <= 1'b1;  
    end   
    always@(posedge clk or negedge rst_n)begin
        if(!rst_n)
            CS <= 1'b1;
        else if(sequence_cntr == SPI_END) 
            CS <= 1'b1;
        else if(spi_wr_cmd_rise || spi_rd_cmd_rise)
            CS <= 1'b0;
    end
    always@(posedge clk or negedge rst_n)begin
        if(!rst_n)
            sequence_cntr <= 7'd0;
        else if(sequence_cntr == SPI_END && sck_div_cntr == SCK_DIVIDOR)
            sequence_cntr <= 7'd0;
        else if(spi_wr_cmd_rise || spi_rd_cmd_rise)
            sequence_cntr <= 7'd1;
        else if(sequence_cntr == 1 && (spi_write || spi_read))
            sequence_cntr <= 7'd2;
        else if(SCK_rise || SCK_fall)
            sequence_cntr <= sequence_cntr + 1;
    end
    always@(posedge clk or negedge rst_n)begin
        if(!rst_n)
            sequence_cntr <= 6'd0;
        else if(sequence_cntr == SPI_START) 
            sck_div_cntr <= 6'd1;
        else if(sequence_cntr == SPI_END && sck_div_cntr == SCK_DIVIDOR) 
            sck_div_cntr <= 6'd0;
        else if(sck_div_cntr == SCK_DIVIDOR) 
            sck_div_cntr <= 6'd1;
        else if(sck_div_cntr)
            sck_div_cntr <= sck_div_cntr + 1;
    end
    always@(posedge clk or negedge rst_n)begin
        if(!rst_n)
            SCK <= SPI_MODE/2;
        else if(sequence_cntr == SPI_END && sck_div_cntr == SCK_DIVIDOR) 
            SCK <= SPI_MODE/2;
        else if(sequence_cntr == SPI_START) 
            SCK <= ~(SPI_MODE/2);
        else if(sck_div_cntr == SCK_DIVIDOR/2 || sck_div_cntr == SCK_DIVIDOR) 
            SCK <= ~SCK;
    end
    always@(posedge clk or negedge rst_n)begin
        if(!rst_n)
            mosi_data_buf [SPI_WIDTH-1:0] <= 0;
        else if(spi_wr_cmd_rise)
            mosi_data_buf [SPI_WIDTH-1:0] <= mosi_data[SPI_WIDTH-1:0];
    end
    always@(posedge clk or negedge rst_n)begin
        if(!rst_n)
            miso_data [7:0] <= 8'd0;
        else if(spi_read && sequence_cntr == SPI_END)
            miso_data [7:0] <= miso_data_buf[7:0];
    end
    always@(posedge clk or negedge rst_n)begin
        if(!rst_n)begin
            MOSI <= 1'b0;
            miso_data_buf [7:0] <= 8'd0;
        end 
        else if(spi_write && sequence_cntr < SPI_START)begin
            if(SPI_MODE == 0 || SPI_MODE == 2)begin
                if(SPI_MSB)begin
                    MOSI <= mosi_data_buf[SPI_WIDTH-1];
                    mosi_data_buf[SPI_WIDTH-1:0] <= {mosi_data_buf[SPI_WIDTH-2:0],1'b0};
                end
                else begin
                    MOSI <= mosi_data_buf[0];
                    mosi_data_buf[SPI_WIDTH-1:0] <= {1'b0,mosi_data_buf[SPI_WIDTH-1:1]};
                end
            end
        end
        else if(spi_write || spi_read)begin
            if(SPI_MODE == 0 || SPI_MODE == 3)begin
                if(spi_write && SCK_fall)begin
                    if(SPI_MSB)begin
                        MOSI <= mosi_data_buf[SPI_WIDTH-1];
                        mosi_data_buf[SPI_WIDTH-1:0] <= {mosi_data_buf[SPI_WIDTH-2:0],1'b0};
                    end
                    else begin
                        MOSI <= mosi_data_buf[0];
                        mosi_data_buf[SPI_WIDTH-1:0] <= {1'b0,mosi_data_buf[SPI_WIDTH-1:1]};
                    end
                    sequence_cntr <= sequence_cntr + 1'b1;
                end
                else if(SCK_fall)begin
                    sequence_cntr <= sequence_cntr + 1'b1;
                end
                if(spi_read && SCK_rise)begin
                    if(SPI_MSB)
                        miso_data_buf[7:0] <= {MISO,miso_data_buf[7:1]};
                    else
                        miso_data_buf[7:0] <= {miso_data_buf[6:0],MISO};
                    sequence_cntr <= sequence_cntr + 1'b1;
                end
                else if(SCK_rise)begin
                    sequence_cntr <= sequence_cntr + 1'b1;
                end
            end
            else  if(SPI_MODE == 1 || SPI_MODE == 2)begin
                if(spi_write && SCK_rise)begin
                    if(SPI_MSB)begin
                        MOSI <= mosi_data_buf[SPI_WIDTH-1];
                        mosi_data_buf[SPI_WIDTH-1:0] <= {mosi_data_buf[SPI_WIDTH-2:0],1'b0};
                    end
                    else begin
                        MOSI <= mosi_data_buf[0];
                        mosi_data_buf[SPI_WIDTH-1:0] <= {1'b0,mosi_data_buf[SPI_WIDTH-1:1]};
                    end
                    sequence_cntr <= sequence_cntr + 1'b1;
                end
                if(spi_read && SCK_fall)begin
                    if(SPI_MSB)
                        miso_data_buf[7:0] <= {MISO,miso_data_buf[7:1]};
                    else
                        miso_data_buf[7:0] <= {miso_data_buf[6:0],MISO};
                    sequence_cntr <= sequence_cntr + 1'b1;
                end
            end
        end
    end
endmodule
==> run.sh <==
#!/bin/bash
# OpenROAD 26Q1-2900-gdf79404cd8, Yosys 0.63+post, stock flow scripts
make -C /OpenROAD-flow-scripts/flow DESIGN_CONFIG=/design/flow/config.mk WORK_HOME=/design/flow/orfs finish
==> config.mk <==
export PLATFORM = sky130hd
export DESIGN_NAME = spi_master
export DESIGN_NICKNAME = spi_master
export VERILOG_FILES = /design/flow/design.v
export SDC_FILE = /design/flow/constraint.sdc
export NUM_CORES = 4
export LEC_CHECK = 1
export CORE_AREA = 10 10 77 77
export DIE_AREA = 0 0 87 87
==> constraint.sdc <==
current_design spi_master

set clk_period 3.1
set clk_io_pct 0.2

create_clock -name clk0 -period $clk_period [get_ports {clk}]

set non_clock_inputs [all_inputs -no_clocks]
set_input_delay [expr $clk_period * $clk_io_pct] -clock clk0 $non_clock_inputs
set_output_delay [expr $clk_period * $clk_io_pct] -clock clk0 [all_outputs]
==> reports/metrics.cfg <==
[finish]
drive_gt1_share_pct=7.35
lay_top_count=conb_1
final_cells=120
lay_top_cells=9 x conb_1, 6 x inv_1, 6 x edfxtp_1, 5 x clkdlybuf4s50_1, 4 x ha_1
synthToLayoutAreaGrowth_pct=18.7

[clock_network]
path_clk_slew_ns=0.04
cts.sinks=10
cts_resized=0
clock_latency_ns=0.24
cts-root-buf=clkbuf_8
h-tree-depth=1
cts_setup_buffers=0
cts_tree=done
cts_buffer_depth=2
ctsHoldBuffers=0
numCtsBuffers=3

[timing]
grt_setup_unrepaired=false
worst_pin_slew_ns=0.635
fin_ws_ns=1.18
fin_crit_sh_pct=61.8
fin_crit_ns=1.92
slew_violations=0
fin_tns_setup_ns=0
finalHoldViolCount=0
max_clock_freq_ghz=0.522
relSlewSlack_pct=57.5
setup_violations=0
clock_skew_ns=0.00574

[power]
p_seq_share_pct=48.5
ir_drop_v=0.000316
p_int_uw=292
clkPwrFrac_pct=35.5
power_switching_share_pct=24.8
power.total_uw=388
pwr_density_cell_nw_per_um2=531
power.leakage_uw=0.000301
power_frac_comb_pct=15.9
switchingPower_uw=96.5

[job]
openroad.warnings=37
maxCapViolations=0

[min_path]
holdCritPathClass=reg2reg

[critical_path]
critPathMaxStageDelay_ns=0.59
r2r_slack_ns=1.50
endpoint_kind=flop
critPathArrivalTime_ns=1.78
criticalPathCategory=in2reg
cp.required_ns=2.96
cpMaxStageDelayCell=clkdlybuf4s50_1
crit_buf_inv=2
path_cells=clkdlybuf4s50_1, inv_1, a31oi_1
start_kind=input pin
cp_max_fo=6
cp_top_family=buffers and inverters

[logic_synthesis]
synth-edff-count=6
ys_ff=10
ys_cells=62
synth_cells=62
fa_ha_area_share_pct=8.13
async_flop_share_pct=40.0
postSynthAreaPerCell_um2=9.93
synth.distinct_cells=28
synthAoiAreaFrac_pct=8.74
ys_area_um2=616
xor_area_share_pct=2.85
synth-seq-area-share_pct=45.7
synthMuxAreaShare_pct=0
netlist_area_um2=616
ys_sh_simple_pct=18.1
ff_type=edfxtp_1
logic_family=simple AND/OR/NAND/NOR gates
ys_warn_count=42

[detailed_routing]
first_pass_iters=4
viasPerCell=3.34
ant_nets=0
detail_route.iter0.violations=47
drc=0
n_antenna_cell=0
routedWlPerCell_um=8.66
wl_um=1040
vias=401

[global_routing]
grt-ovfl-total=0
grt_antenna_before_repair=0
grt_pass1_vias=412
grt_max_degree=10
grt_pass1_wl_um=1770
groute.usage.overall_pct=2.89

[placed_design]
post-place-ws_ns=0.922
dp.cells=116
port_buffers=5
gp_congestion=0.802
dp_hpwl_um=791

[die]
core_area_um2=4350
rows=24
chipArea_um2=7570
boundaryPins=24
fp_util_pct=14.1
die_w_um=87
die_h_um=87

[run_status]
status=finished, final reports clean

## sequential cells by signal (all words and copies together), names as in the netlist
name                  flops
SCK                       1
edge_rd_cmd.in_delay      1
sck_div_cntr              6
CS                        1
edge_wr_cmd.in_delay      1
## cell usage after synthesis (2+ instances only)
cell / number / area, um2
a21oi_1: 3 / 15.0
buf_4: 9 / 67.6
clkbuf_1: 2 / 7.51
dfrtp_1: 3 / 75.1
edfxtp_1: 6 / 180
ha_1: 4 / 50.1
inv_1: 6 / 22.5
nand2_1: 3 / 11.3
nand3b_1: 3 / 22.5
nor2_1: 3 / 11.3
nor3_1: 2 / 10.0
o21ai_0: 2 / 10.0
## power by group through the flow
stage	Combinational [uW]	Sequential (uW)	Clock (uW)
5_1_grt	72.0	192	155
4_1_cts	62.9	188	142
6_report	61.9	188	138
## path summary, 6_finish.rpt
check | startpoint | endpoint | cells after the start
setup / recovery | rst_n | sck_div_cntr[4] | 3
hold / removal | SCK | SCK | 1
setup reg to reg | sck_div_cntr[0] | sck_div_cntr[5] | 5
hold reg to reg | SCK | SCK | 1
min in group asynchronous | rst_n | SCK | 1
max in group asynchronous | rst_n | CS | 1
## metal layers
| metal | share of wire (%) | wire length, um | track usage (%) |
|---|---|---|---|
| met1 | 46 | 477 | 3.52 |
| met2 | 45 | 471 | 4.66 |
| met3 | 8.7 | 90 | 1.51 |
| met4 | 0 | 0 | 0.147 |
| met5 | 0 | 0 | 0 |
## cells by family after synthesis
kind of cell	count (synthesis)
adder cells (fa/ha/maj)	4
AND-OR/OR-AND	9
flip-flops	10
other	1
XOR/XNOR	2
AND/OR/NAND/NOR	19
buffers and inverters	17
## area by class of cell
class,instances,area [um2]
Sequential cell,10,282
Clock buffer,4,45.0
Multi-Input combinational cell,43,267
Tap cell,52,65.1
Timing Repair Buffer,5,50.0
Fill cell,461,3620
Inverter,6,22.5
## through the flow
stage / hold slack, ns / util (%) / cell area [um2]
final: 0.470 / 16.8 / 731
after global routing: 0.498 / 16.8 / 731
after CTS: 0.476 / 16.8 / 731
after detailed placement: 0.470 / 15.7 / 686
after global placement: 0.464 / 15.7 / 686
after floorplan: 0.324 / - / 646
No activity file was given, so power comes from the tool's default toggle rates.
