===== design/flow/run.sh =====
#!/bin/bash
# OpenROAD 26Q1-2900-gdf79404cd8, Yosys 0.63+post, stock flow scripts
make -C /OpenROAD-flow-scripts/flow DESIGN_CONFIG=/design/flow/config.mk WORK_HOME=/design/flow/orfs finish

===== design/flow/config.mk =====
export PLATFORM = sky130hd
export DESIGN_NAME = uart_tx
export DESIGN_NICKNAME = uart_tx
export VERILOG_FILES = /design/flow/design.v
export SDC_FILE = /design/flow/constraint.sdc
export NUM_CORES = 4
export LEC_CHECK = 1
export CORE_AREA = 10 10 103 103
export DIE_AREA = 0 0 113 113

===== design/flow/constraint.sdc =====
current_design uart_tx

set clk_period 4.2
set clk_io_pct 0.2

create_clock -name clk0 -period $clk_period [get_ports {clk}]

set non_clock_inputs [all_inputs -no_clocks]
set_input_delay [expr $clk_period * $clk_io_pct] -clock clk0 $non_clock_inputs
set_output_delay [expr $clk_period * $clk_io_pct] -clock clk0 [all_outputs]

===== design/flow/design.v =====
module uart_tx#(
	parameter CLK_FREQ = 48000,
	parameter BAUD = 9600
)(
	input clk,
	input rst_n,
	input [7:0] tx_data,
	input tx_start,
	output reg txd,
	output reg tx_busy);
	reg [15:0] tx_sample_cntr;
	reg [3:0] tx_cntr;
	reg [1:0] tx_state,tx_nextstate;
	parameter 	BAUD_DIVIDOR = CLK_FREQ / BAUD;
	parameter 	IDLE = 2'b00,
				SEND = 2'b01,
				STOP = 2'b10;
	always@(posedge clk or negedge rst_n)begin
		if(!rst_n)
			tx_state <= IDLE;
		else
			tx_state <= tx_nextstate;
	end
	always@* begin
		if(!rst_n)begin
			tx_nextstate <= IDLE;
			tx_cntr <= 2'b00;
		end
		else begin
			case(tx_state)
				IDLE:begin
					if(tx_start == 1'b1)
						tx_nextstate <= SEND;
					else
						tx_nextstate <= IDLE;
				end
				SEND:begin
					if(tx_cntr == 9)
						tx_nextstate <= STOP;
					else
						tx_nextstate <= SEND;
				end
				STOP:begin
					if(tx_start)
						tx_nextstate <= STOP;
					else
						tx_nextstate <= IDLE;
				end
				default:tx_nextstate <= IDLE;
			endcase
		end
	end
	always@(posedge clk or negedge rst_n)begin
		if(!rst_n)begin
			txd <= 1'b1;
			tx_busy <= 1'b0;
			tx_cntr <= 4'd0;
			tx_sample_cntr <= 16'd0;
		end
		else begin
			case(tx_state)
				IDLE:begin
					txd <= 1'b1;
					tx_busy <= 1'b0;
					tx_cntr <= 4'd0;
				end
				SEND:begin
					if(tx_sample_cntr == BAUD_DIVIDOR/2 - 1)begin
						case(tx_cntr)
							4'd0:	txd <= 1'b0;
							4'd1:	txd <= tx_data[7];
							4'd2:	txd <= tx_data[6];
							4'd3:	txd <= tx_data[5];
							4'd4:	txd <= tx_data[4];
							4'd5:	txd <= tx_data[3];
							4'd6:	txd <= tx_data[2];
							4'd7:	txd <= tx_data[1];
							4'd8:	txd <= tx_data[0];
							4'd9:	txd <= 1'b1;
						endcase
					end
					tx_busy <= 1'b1;
					if(tx_sample_cntr == BAUD_DIVIDOR - 1)
						tx_sample_cntr <= 16'd0;
					else
						tx_sample_cntr <= tx_sample_cntr + 1;
					if(tx_cntr == 4'd9 && tx_cntr && tx_sample_cntr == BAUD_DIVIDOR - 1)
						tx_cntr <= 4'd0;
					else if(tx_sample_cntr == BAUD_DIVIDOR - 1)
						tx_cntr <= tx_cntr + 1;
				end
				STOP:begin
					txd <= 1'b1;
					tx_busy <= 1'b0;
				end
				default:begin
					txd <= 1'b1;
					tx_busy <= 1'b0;
				end
			endcase
		end
	end
endmodule

==> ds_physical_params.txt <==
Physical design parameters

Parameter                              Value

Yosys
  List of most frequent post-synthesis cells    19 x sky130_fd_sc_hd__dfrtp_1, 10 x sky130_fd_sc_hd__nand2_1, 10 x sky130_fd_sc_hd__xnor2_1, 6 x sky130_fd_sc_hd__nand4_1, 6 x sky130_fd_sc_hd__nor2_1
  Synthesized instance count    93
  Top cell type by instance count after synthesis    sky130_fd_sc_hd__dfrtp_1
  Flip-flop cell with the highest count after synthesis    sky130_fd_sc_hd__dfrtp_1
  Fraction of registers with async set/reset    around 100%
  Fraction of the yosys area taken by sequential cells    around 54%
  Registers, synthesis    21
  Top cell type by total area after synthesis    sky130_fd_sc_hd__dfrtp_1
  Number of warning messages in the yosys log    9
  Synthesized cell area    slightly below 1000 sq um
  Area fraction of the dominant cell type after synthesis    roughly half
  Main area contributors    sky130_fd_sc_hd__dfrtp_1 48%, sky130_fd_sc_hd__xnor2_1 8.9%, sky130_fd_sc_hd__dfstp_2 5.3%
  Post-synth tally of flip-flops with integrated enable    0
  YS chip area    roughly 990 sq um
  Post-synthesis cell count from yosys    93
  Number of distinct library cells after synthesis    27
  Post-synthesis area per instance    10.6 sq um

Final layout
  Final non-filler cell total    206
  Area growth from synthesis to final layout    22.2%
  Fraction of layout cells with a size suffix above 1    10.9%
  Filler cells    between 900 and 1000

Die
  I/O pin count    13
  Core ar.    between 8000 and 9000 sq um
  Placement Rows    33
  Initial core utilization    between 10% and 20%
  Horizontal die size    ~110 microns
  DIE HEIGHT    roughly 110 microns
  Die area    12800 sq um

Global route
  Total routing usage reported by global routing    between 2 and 3%
  Global-route wire length before repair    3260 microns
  Vias in the first global route    approximately 700
  Pin count of the biggest net entering global routing    25
  Number of antenna violations at the first check in global routing    0
  Sum of overflow across all layers after global routing    0

Detailed routing
  Drt via density    between 3 and 4
  DRC marker count from the first detailed-route iteration    between 70 and 80
  Routed wl met2    between 700 and 800 microns
  Count of antenna diodes in the layout    0
  Routed wl met3    approximately 59 microns
  DR DRC count    0
  Metal-1 WL    ~870 microns
  Routed wire length per instance    8.41 microns
  TritonRoute pass-1 iters    4
  Routed Antenna Nets    0
  Highest routing layer actually used    met4
  Routed wire length    approximately 1700 microns
  Total number of vias    roughly 660

Setup path
  Number of buffers and inverters on the critical path    1
  Worst path arrival time    1.24 ns
  Number of logic stages on the critical path including buffering    1
  Critical Path Start Type    flip-flop
  Required time of the critical path    between 3 and 4 ns
  Worst-path cell chain    clkdlybuf4s50_1
  Nature of the critical path endpoint    output pin
  Highest cell delay on the worst timing path    0.53 ns
  Critical path's top delay family    flip-flops
  Internal reg-to-reg setup slack    roughly 2.5 ns
  Top fanout value on the critical path    2
  Slowest stage cell, crit path    sky130_fd_sc_hd__dfstp_2
  Type of the worst setup path    reg -> out
  Cell count of the worst reg-to-reg path    4

Clock network
  Clock tree from TritonCTS    yes
  Clock input transition at the sequential cells of the worst setup and hold paths    0.07 ns
  TritonCTS buffer count    3
  Clock sink total    21
  Clock root buffer master    sky130_fd_sc_hd__clkbuf_8
  Number of levels the H-tree was split into    1
  Hold-fix buffer count after cts    0
  Postcts setup bufs    0
  Maximum clock insertion buffer count    2
  # resized after CTS    0
  Clock latency at the later pin of the worst-skew pair    approximately 0.25 ns

Outcome
  Result of the run    complete, no violations

Power and ir drop
  Total power per unit cell area    426 nW/um^2
  Maximum resistive drop on vdd    between 100 and 150 uV
  Leakage dissipation    0.478 nW

Place
  Post-placement setup slack    approximately 2.3 ns
  Number of port buffers    4
  Placed Cells    about 200
  Detailed Place HPWL    between 1000 and 1500 microns
  Final weighted congestion in routability-driven placement    approximately 0.82

STA
  Highest achievable clock rate    just under 500 MHz
  Post-layout period usage    49.4%
  Final worst path period need    roughly 2.1 ns
  RSZ-0062 raised after global routing    no
  Final tally of max-slew violations    0
  Worst hold margin    0.465 ns
  Worst clock skew    around 0.0011 ns
  Total Neg Setup Slack    0 ns
  Worst-case setup margin in the final layout    2.12 ns
  Count of endpoints failing hold in the final timing report    0
  Max-slew headroom at the worst pin    76.0%
  Transition at the pin with the smallest max-transition slack    ~0.36 ns
  Finish-stage setup viols    0

Job
  Tool warning count    35
  Maximum capacitance violations    0

Min path
  Classification of the worst-slack hold path    reg -> reg
  Worst hold path cell count    1
[logic make-up after synthesis]
| family | after synthesis | share of synthesized area (%) |
|---|---|---|
| AND-OR/OR-AND | 7 | 4.19 |
| XOR/XNOR | 13 | 11.5 |
| adder cells (fa/ha/maj) | 3 | 3.81 |
| buffers and inverters | 5 | 2.03 |
| flip-flops | 21 | 53.6 |
| multiplexers | 2 | 2.16 |
| AND/OR/NAND/NOR | 42 | 22.7 |
[stage by stage]
step	power, W	area, sq um	utilization [%]
2_1_floorplan	0.000352	986	-
3_3_place_gp	0.000388	1160	14.0
3_5_place_dp	0.000389	1160	14.0
4_1_cts	0.000522	1200	14.5
5_1_grt	0.000553	1200	14.5
6_report	0.000514	1200	14.5
[routing by layer]
metal  GRT usage [%]  up-vias
met3           0.641        2
met4           0.677        0
met5               0        -
met2            4.53        8
li1                -      331
met1            4.00      317
[power breakdown]
group	internal (W)	leakage (nW)	switching, W
Sequential	0.000232	0.274	0.0000445
Clock	0.0000674	0.0228	0.0000603
Combinational	0.0000552	0.181	0.0000540
[final cells by class]
class | count | area, sq um | share of cell area, %
repair buffers | 5 | 47.5 | 3.95
clock buffers | 4 | 45.0 | 3.74
multi-input cells | 67 | 438 | 36.3
flip-flops and latches | 21 | 528 | 43.8
inverters | 4 | 15.0 | 1.25
well taps | 105 | 131 | 10.9
[path summary, 6_finish.rpt]
check	end	startpoint
setup / recovery	txd	txd$_DFFE_PN1P_
hold / removal	tx_sample_cntr[15]$_DFFE_PN0P_	tx_sample_cntr[15]$_DFFE_PN0P_
setup reg to reg	tx_sample_cntr[2]$_DFFE_PN0P_	tx_sample_cntr[4]$_DFFE_PN0P_
hold reg to reg	tx_sample_cntr[15]$_DFFE_PN0P_	tx_sample_cntr[15]$_DFFE_PN0P_
max in group asynchronous	tx_state[0]$_DFF_PN1_	rst_n
min in group asynchronous	tx_sample_cntr[2]$_DFFE_PN0P_	rst_n
[registers in the layout, indices dropped and copies added (netlist names)]
signal and flops:
tx_busy 1, tx_sample_cntr 16, tx_state 3, txd 1
[cells in the final DEF, fill, tap and decap left out]
cell type / synthesis / layout
sky130_fd_sc_hd__buf_4: 0 / 1
sky130_fd_sc_hd__nand2_1: 10 / 10
sky130_fd_sc_hd__a21oi_1: 2 / 2
sky130_fd_sc_hd__xnor2_1: 10 / 10
sky130_fd_sc_hd__o21ai_0: 3 / 3
sky130_fd_sc_hd__dfrtp_1: 19 / 19
sky130_fd_sc_hd__xor2_1: 3 / 3
sky130_fd_sc_hd__nor2_1: 6 / 6
sky130_fd_sc_hd__ha_1: 3 / 3
sky130_fd_sc_hd__clkdlybuf4s50_1: 0 / 4
sky130_fd_sc_hd__or4_1: 1 / 1
sky130_fd_sc_hd__mux2_2: 1 / 1
sky130_fd_sc_hd__and2_1: 1 / 1
sky130_fd_sc_hd__and4_1: 1 / 1
sky130_fd_sc_hd__clkbuf_1: 0 / 1
sky130_fd_sc_hd__nor2b_1: 2 / 2
sky130_fd_sc_hd__nand2b_1: 1 / 1
sky130_fd_sc_hd__clkbuf_8: 0 / 3
sky130_fd_sc_hd__and3_1: 3 / 3
sky130_fd_sc_hd__nor3_1: 4 / 4
sky130_fd_sc_hd__nor4_1: 1 / 1
sky130_fd_sc_hd__mux2i_1: 1 / 1
sky130_fd_sc_hd__dfstp_2: 2 / 2
sky130_fd_sc_hd__a31oi_1: 1 / 1
sky130_fd_sc_hd__or2_2: 2 / 2
sky130_fd_sc_hd__a21bo_2: 1 / 1
sky130_fd_sc_hd__nand4_1: 6 / 6
sky130_fd_sc_hd__inv_1: 4 / 4
sky130_fd_sc_hd__nor4_2: 1 / 1
sky130_fd_sc_hd__nand3_1: 3 / 3
Power figures rest on the tool's default switching activity, not on a simulated workload.
